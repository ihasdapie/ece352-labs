File: flow/constraint.sdc
current_design VRF

set clk_period 1.2
set clk_io_pct 0.2

create_clock -name clk0 -period $clk_period [get_ports {clock}]

set non_clock_inputs [all_inputs -no_clocks]
set_input_delay [expr $clk_period * $clk_io_pct] -clock clk0 $non_clock_inputs
set_output_delay [expr $clk_period * $clk_io_pct] -clock clk0 [all_outputs]
File: flow/config.mk
export PLATFORM = sky130hd
export DESIGN_NAME = VRF
export DESIGN_NICKNAME = VRF
export VERILOG_FILES = /design/flow/design.v
export SDC_FILE = /design/flow/constraint.sdc
export NUM_CORES = 4
export LEC_CHECK = 1
export CORE_UTILIZATION = 50
File: flow/design.v
module VRF(
	clock, vreg1, vreg2, vregw,
	vdataw, VRFWrite, vdata1, vdata2,
	r0, r1, r2, r3, reset);
input [1:0] vreg1, vreg2, vregw;
output [31:0] vdata1, vdata2;
input [31:0] vdataw;
input VRFWrite;
input reset;
input clock;
output [31:0] r0, r1, r2, r3;
reg [31:0] k0, k1, k2, k3;
reg [31:0] data1_tmp, data2_tmp;
always @(*)
begin
	case (vreg1)
		0: data1_tmp = k0;
		1: data1_tmp = k1;
		2: data1_tmp = k2;
		3: data1_tmp = k3;
	endcase
	case (vreg2)
		0: data2_tmp = k0;
		1: data2_tmp = k1;
		2: data2_tmp = k2;
		3: data2_tmp = k3;
	endcase
end
always @(posedge clock or posedge reset)
begin
	if (reset) begin
		k0 = 0;
		k1 = 0;
		k2 = 0;
		k3 = 0;
	end	else begin
		if (VRFWrite) begin
			case (vregw)
				0: k0 = vdataw;
				1: k1 = vdataw;
				2: k2 = vdataw;
				3: k3 = vdataw;
			endcase
		end
	end
end
assign vdata1 = data1_tmp;
assign vdata2 = data2_tmp;
assign r0 = k0;
assign r1 = k1;
assign r2 = k2;
assign r3 = k3;
endmodule
File: flow/run.sh
#!/bin/bash
# OpenROAD 26Q1-2900-gdf79404cd8, Yosys 0.63+post, stock flow scripts
make -C /OpenROAD-flow-scripts/flow DESIGN_CONFIG=/design/flow/config.mk WORK_HOME=/design/flow/orfs finish
==> run summary <==
Physical implementation status

The run stopped with a tool error. Per the run summary, the flow got no further than clock tree synthesis (4_1_cts). The first error in the log reads "[ERROR DPL-0036] Detailed placement failed". In this run, post-CTS hold repair placed 0 buffers. The starting density of the core stands at 0.518.

The number of placement rows stands at 40. By area, the combinational part of the netlist is dominated by multiplexers. The H-tree generated during clock tree synthesis spans 4 levels. The share of synthesized area in the top cell type comes to 0.510.

Timing analysis after detailed placement gives a worst setup slack of -0.646 ns. Buffers placed on the I/O ports in this run total 232. Summed over all instances, the cell type with the most area after synthesis is dfrtp_1.

Once synthesis finished, the tally of register bits stood at 128. For this run, the number of Yosys warnings is 1. Once the clock tree was built, the setup fixing pass inserted 213 buffers. In this run the clock root is driven by a clkbuf_16.

Of the total synthesized cell area, the portion taken by full adders, half adders and majority gates is 0. A synthesized cell averages 17.8 um2. By area the synthesized netlist is led by dfrtp_1 51%, mux4_2 23%, mux2_2 23%, buf_2 1.7%, buf_4 0.84%.

The height of the chip stands at 114 um. The post-synthesis share of cell area spent on xor and xnor gates stands at 0. The synthesized-area fraction occupied by ao, oa, aoi and oai cells stands at 0. For this design, Yosys synthesis ends with a cell count of 353. Per the synthesis report, the number of distinct cell types is 10. The wire-length estimate of the detail-placed layout is 13.1 mm. In this run the deepest clock path goes through 2 buffers. The sequential-to-total area share from yosys stat stands at 0.510. 233 I/O pins were placed. The chip area from the yosys synthesis statistics stands at 6280 um2.

Per the placement report, the placed cell count is 868. The share of cell area taken by muxes after synthesis stands at 0.459. Summing every instance area after synthesis gives 6280 um2. The instance tally after logic synthesis stands at 353.

Post-CTS repair changed the size of 836 cells. The die is 114 um wide. The final RePlAce weighted congestion stands at 0.870. The clock buffer count from CTS stands at 17. The number of clock sinks seen by CTS stands at 128. Per the synthesis report, the simple-gate share of the synthesized area is 0.00518.
per-stage QoR:
step	setup TNS, ns	cell area [um2]	hold slack (ns)	util
2_1_floorplan	-79.87	6380	0.375	-
3_3_place_gp	-104.18	9890	0.527	0.816
3_5_place_dp	-106.35	9890	0.532	0.816
cells in the mapped netlist, drive strengths merged:
| master | count |
|---|---|
| mux4 | 64 |
| nor3b | 1 |
| nand3b | 2 |
| mux2 | 128 |
| buf | 28 |
| dfrtp | 128 |
| nand3 | 1 |
| inv | 1 |
logic make-up after synthesis:
logic type,after synthesis
and+or+nand+nor,4
DFF,128
buffers and inverters,29
muxes,192
