### design.v
module chooseHEXs
(
in0, in1, in2, in3,
select, out1, out0
);
input 	[7:0] in0, in1, in2, in3;
input	[1:0] select;
output 	[6:0] out0, out1;
reg		[7:0] temp_in;
always@(*)
begin
	if( select == 0 )
		temp_in = in0;
	else if( select == 1 )
		temp_in = in1;
	else if( select == 2 )
		temp_in = in2;
	else if( select == 3 )
		temp_in = in3;
	else
		temp_in = in0;
end
HEX hex0 ( temp_in[7:4], out1 );
HEX hex1 ( temp_in[3:0], out0 );
endmodule
module HEXs
(
in0, in1, in2, in3,selH,
out0, out1, out2, out3,
out4, out5
);
input 	[7:0] in0, in1, in2, in3;
input 	selH;
output 	[6:0] out0, out1, out2, out3;
output 	[6:0] out4, out5;
reg [3:0] hex_in_0;
reg [3:0] hex_in_1;
reg [3:0] hex_in_2;
reg [3:0] hex_in_3;
reg [3:0] hex_in_4;
reg [3:0] hex_in_5;
always @(selH)
begin
	case (selH)
	   0: begin
		hex_in_0 = in0[7:4];
	   hex_in_1 = in0[3:0];
	   hex_in_2 = 4'b0;
	   hex_in_3 = 4'b0;
	   hex_in_4 = 4'b0;
	   hex_in_5 = 4'b0;
      end
	   1: begin
	   hex_in_0 = in1[7:4];
	   hex_in_1 = in1[3:0];
	   hex_in_2 = in2[7:4];
	   hex_in_3 = in2[3:0];
	   hex_in_4 = in3[7:4];
	   hex_in_5 = in3[3:0];
      end
	endcase
end
HEX hex0 ( hex_in_0, out5 );
HEX hex1 ( hex_in_1, out4 );
HEX hex2 ( hex_in_2, out3 );
HEX hex3 ( hex_in_3, out2 );
HEX hex4 ( hex_in_4, out1 );
HEX hex5 ( hex_in_5, out0 );
endmodule
module HEX (in, out);
input 	[3:0] in;
output 	[6:0] out;
reg [6:0] out;
always @(in)
begin
	case (in)
		0: out = 7'b1000000;
		1: out = 7'b1111001;
		2: out = 7'b0100100;
		3: out = 7'b0110000;
		4: out = 7'b0011001;
		5: out = 7'b0010010;
		6: out = 7'b0000010;
		7: out = 7'b1111000;
		8: out = 7'b0000000;
		9: out = 7'b0010000;
		10: out = 7'b0001000;
		11: out = 7'b0000011;
		12: out = 7'b1000110;
		13: out = 7'b0100001;
		14: out = 7'b0000110;
		15: out = 7'b0001110;
	endcase
end
endmodule
### config.mk
export PLATFORM = sky130hd
export DESIGN_NAME = HEXs
export DESIGN_NICKNAME = HEXs
export VERILOG_FILES = /design/flow/design.v
export SDC_FILE = /design/flow/constraint.sdc
export NUM_CORES = 4
export LEC_CHECK = 1
export CORE_AREA = 10 10 92 92
export DIE_AREA = 0 0 102 102
### constraint.sdc
current_design HEXs

set clk_period 2.0
set clk_io_pct 0.2

create_clock -name clk0 -period $clk_period

set non_clock_inputs [all_inputs -no_clocks]
set_input_delay [expr $clk_period * $clk_io_pct] -clock clk0 $non_clock_inputs
set_output_delay [expr $clk_period * $clk_io_pct] -clock clk0 [all_outputs]
### run.sh
#!/bin/bash
# OpenROAD 26Q1-2900-gdf79404cd8, Yosys 0.63+post, stock flow scripts
make -C /OpenROAD-flow-scripts/flow DESIGN_CONFIG=/design/flow/config.mk WORK_HOME=/design/flow/orfs finish
==> impl_metrics.yaml <==
# yosys + openroad results
die:
  coreArea_sq_um: 6460
  die_width_microns: 102
  rows: 29
  num_io_pins: 75
  die-area_sq_um: 10400
  fp_util_pct: 26.6
  die_h_microns: 102
job:
  cap_violations: 0
  warnings: 65
pwr:
  pwr_density_cell_nw_per_um2: 231
  ir_drop_mv: 0.156
  power.leakage_nw: 1.90
global_routing:
  antenna_found_initial: 1
  grt_pass1_vias: 2344
  grt_pass1_wl_mm: 11.0
  grt_max_degree: 13
  grt_remaining_overflow: 0
  track_usage_pct: 12.2
detailed_routing:
  wirelength_mm: 6.97
  antenna_left: 0
  vias: 2341
  vias_per_cell: 4.81
  routedWlPerCell_microns: 14.3
  first_pass_iters: 4
  drc: 0
  drt-initial-drc-count: 51
timing:
  maxSlewViolCount: 0
  maxSlewHeadroom_pct: 74.1
  finalHoldViolCount: 0
  rsz0062_at_grt: "yes"
  finalSetupViolCount: 37
  worst_slack_ns: -0.283
  fmax_mhz: 438
  worst_pin_slew_ns: 0.389
  post-route-period-util_pct: 114
  period_minus_slack_ns: 2.28
yosys:
  topCellsByArea: "ha_1 26%, mux2i_1 10%, inv_1 5.5%"
  yosysChipArea_sq_um: 1720
  ys_sh_mux_pct: 16.7
  ys_sh_xor_pct: 1.02
  synth.logic.top_family: "adder cells"
  top_cell_area_share_pct: 26.2
  ys_seq_share_pct: 0
  ys_sh_adder_pct: 26.2
  synthesis.area_sq_um: 1720
  yosysWarnings: 2
  ys_cells: 234
  syn_avg_cell_area_sq_um: 7.34
  ys_sh_aoi_pct: 24.6
  postSynthCellCount: 234
  top_area_cell: "ha_1"
  simple_gate_area_share_pct: 20.5
  ys_types: 34
placed_design:
  io_buffers: 75
  dp_hpwl_mm: 4.65
  place_ws_ns: -0.727
  placement.cell_area_sq_um: 3090
  place.gp.congestion: 0.875
final_layout:
  nClkBuffers: 0
  fin_util_pct: 62.9
  regArea_sq_um: 0
  ff_count: 0
  syn_to_final_growth_pct: 136
  drive_gt1_share_pct: 64.5
  final_area_sq_um: 4060
  fillers: 459
setup_path:
  end_kind: "primary output"
  worstPathArrival_ns: 1.88
  path_max_fanout: 7
  worstPathRequired_ns: 1.60
  start_kind: "primary input"
  criticalPathCategory: "in2out"
  cp-endpoint: "out4[3]"
  cp-startpoint: "selH"
status:
  outcome: "finished, violations left"
  violations: "setup timing"
cts:
  hold_buffers: 0
hold_path:
  min_path_type: "in2out"
  holdPathStages: 3
[cells in the mapped netlist, types with 2 or more instances]
cell       number
ha_1           36
inv_1          25
nand2_1        23
mux2i_1        18
o22ai_1        15
and2_1         10
a21oi_1         9
clkbuf_1        9
nand2b_1        9
nor2_1          9
a22o_1          5
nor2b_1         5
o21ai_0         5
o32ai_1         5
buf_2           4
nor3b_1         4
a31o_2          3
a31oi_1         3
and3_1          3
buf_6           3
mux2_2          3
nand3_1         3
o21a_1          3
o311ai_0        3
a221o_1         2
a2bb2oi_1       2
and3b_1         2
inv_2           2
mux2i_2         2
mux4_2          2
o22a_1          2
o31ai_1         2
xnor2_1         2
[repair_timing]
item | 4_1_cts | 5_1_grt
pin swaps | 70 | 35
endpoints found under the hold margin | 0 | 0
gates resized | 291 | 51
setup buffers | 38 | 10
setup endpoints to repair | 42 | 42
[how the worst min path moves through the flow]
stage / from / endpoint / slack [ns]
CTS: in2[5] / out3[6] / 1.21
global route: in2[5] / out3[6] / 1.25
finish: in2[5] / out3[6] / 1.21
[cell usage in the layout (no fill, tap or decap), types with 3 or more instances in the layout]
master	synthesis	routed
nor2_1	9	9
ha_2	0	5
inv_2	2	12
inv_6	0	3
a21oi_2	0	5
nand2_2	0	6
o21ai_2	0	3
dlygate4sd2_1	0	24
and2_1	10	4
nand2b_1	9	7
nand2_1	23	15
o311ai_1	0	3
a22o_1	5	5
buf_12	0	5
inv_4	0	3
o22ai_1	15	10
buf_6	3	43
and2_4	0	6
o22ai_2	0	5
ha_1	36	6
mux2i_1	18	16
o32ai_1	5	3
buf_2	4	37
mux2i_4	0	4
ha_4	0	25
and3_1	3	3
inv_1	25	9
buf_4	0	68
clkdlybuf4s50_1	0	6
[cell families (layout without fill, tap and decap cells)]
family / count (synthesis) / after routing
compound gates: 60 / 60
buf+inv: 43 / 218
xor+xnor: 2 / 2
mux: 25 / 25
simple gates: 68 / 68
other cells: 0 / 1
fa+ha+maj: 36 / 36
[critical path, cell delays in order]
cell	delay (ns)
buf_8	0.08
buf_12	0.13
mux2i_4	0.28
inv_2	0.09
buf_6	0.12
ha_4	0.16
mux4_2	0.47
buf_2	0.14
[routing by layer]
metal,vias to the layer above,track usage [%],routed length [microns]
li1,1191,-,-
met1,1089,17.2,3430
met2,61,19.1,2960
met3,0,3.68,584
met4,0,0.108,0
met5,-,0,0
[stage by stage]
step | hold WS [ns] | instances | TNS (ns) | power, W
4_1_cts | 1.21 | 477 | -3.82 | 0.000841
3_3_place_gp | 1.58 | 440 | -24.89 | 0.000716
6_report | 1.21 | 487 | -4.46 | 0.000938
2_1_floorplan | 0.873 | 234 | -0.00249 | 0.000306
3_5_place_dp | 1.59 | 440 | -25.14 | 0.000717
5_1_grt | 1.25 | 486 | -6.59 | 0.00102
[report_power, final]
group	total (W)	leakage (nW)	switching [W]	internal [W]
Sequential	0	0	0	0
Combinational	0.000938	1.90	0.000387	0.000550
Clock	0.0000000000668	0.00000634	0	0.0000000000668
[final cells by class]
type | count | area (sq um) | share of cell area [%]
inverters | 27 | 124 | 3.05
repair buffers | 191 | 1630 | 40.2
diodes | 1 | 2.50 | 0.0616
well taps | 77 | 96.3 | 2.37
multi-input cells | 191 | 2210 | 54.4
Power and IR drop assume default switching activity.
